==> design.v <==
module entropy_encode_ac_level_coefficients(
	input clk,
	input reset_n,
	input  signed [31:0]  Coeff,
	output reg [31:0] output_enable, 
	output reg [31:0] sum,
	output reg [31:0] codeword_length,
	output reg [31:0] sum_n,
	output reg [31:0] codeword_length_n,
	output reg [31:0] sum_n_n,
	output reg [31:0] codeword_length_n_n,
output reg [31:0] previousLevel,
output reg signed [31:0] abs_level_minus_1,
output reg signed [31:0] abs_level_minus_1_n,
output reg [1:0] is_expo_golomb_code,
output reg [1:0] is_expo_golomb_code_n,
output reg [1:0] is_expo_golomb_code_n_n,
output reg [1:0] is_add_setbit,
output reg [2:0] k,
output reg [31:0] q,
output reg first,
output reg is_minus,
output reg is_minus_n
);
always @(posedge clk, negedge reset_n) begin
	if (!reset_n) begin
		is_minus <= 1'b0;
	end else begin
		if (Coeff != 0) begin
			if (Coeff < 0) begin
				is_minus <= 1'b1;
			end else begin
				is_minus <= 1'b0;
			end
			is_minus_n <= is_minus;
		end
	end
end
always @(posedge clk, negedge reset_n) begin
	if (!reset_n) begin
		previousLevel <= 232'h1;
		is_expo_golomb_code <= 2'h2;
		abs_level_minus_1 <= 32'h0;
		abs_level_minus_1_n <= 32'h0;
		first <=1'b1;
	end else begin
		if (Coeff != 0) begin
			if (Coeff[31] != 1'b1) begin
				abs_level_minus_1 <= Coeff - 1;
			end else begin
				abs_level_minus_1 <=  (~(Coeff - 1)) - 1;
			end
			if (first) begin
				previousLevel <= 32'h1;
				is_expo_golomb_code <= 2'h2;
				first <=1'b0;
			end else begin
				previousLevel <= abs_level_minus_1;
				if (previousLevel == 0)  begin
					if (abs_level_minus_1 < 3) begin
						is_expo_golomb_code <= 2'b0;
						is_add_setbit<=2'h0;
						k <= 0;
						abs_level_minus_1_n <= abs_level_minus_1;
					end else begin
						is_expo_golomb_code <= 2'b1;
						is_add_setbit<=2'h3;
						k <= 2;
						abs_level_minus_1_n <= abs_level_minus_1 - 3;
					end
				end else if (previousLevel == 1) begin
					if (abs_level_minus_1 < 2) begin
						is_expo_golomb_code <= 2'b0;
						is_add_setbit<=2'h0;
						k <= 0;
						abs_level_minus_1_n <= abs_level_minus_1;
					end else begin
						is_expo_golomb_code <= 2'b1;
						is_add_setbit<=2'h2;
						k <= 1;
						abs_level_minus_1_n <= abs_level_minus_1 - 2;
					end
				end else if ((previousLevel == 2)) begin
					if (abs_level_minus_1 < 3) begin
						is_expo_golomb_code <= 2'b0;
						is_add_setbit<=2'h0;
						k <= 0;
						abs_level_minus_1_n <= abs_level_minus_1;
					end else begin
						is_expo_golomb_code <= 2'b1;
						is_add_setbit<=2'h3;
						k <= 1;
						abs_level_minus_1_n <= abs_level_minus_1 - 3;
					end
				end else if (previousLevel == 3) begin
					is_expo_golomb_code <= 2'b1;
					is_add_setbit <= 2'h0;
					k <= 0;
						abs_level_minus_1_n <= abs_level_minus_1;
				end else if ((previousLevel >= 4) && (previousLevel <= 7)) begin
					is_expo_golomb_code <= 2'b1;
					is_add_setbit <= 2'h0;
					k <= 1;
						abs_level_minus_1_n <= abs_level_minus_1;
				end else begin
					is_expo_golomb_code <= 2'b1;
					is_add_setbit <= 2'h0;
					k <= 2;
						abs_level_minus_1_n <= abs_level_minus_1;
				end
			end
		end else begin
			is_expo_golomb_code <= 2'b10;
		end
	end
end
wire [31:0] exp_golomb_sum;
wire [31:0] exp_golomb_codeword_length;
exp_golomb_code exp_golomb_code_inst(
	.reset_n(reset_n),
	.clk(clk),
	.val(abs_level_minus_1_n),
	.is_add_setbit(is_add_setbit),
	.k(k),
	.is_ac_level(1),
	.is_ac_minus_n(is_minus_n),
	.sum_n(exp_golomb_sum),
	.codeword_length(exp_golomb_codeword_length)
);
wire [31:0] rice_sum;
wire [31:0] rice_codeword_length;
golomb_rice_code golomb_rice_code_inst(
	.reset_n(reset_n),
	.clk(clk),
	.k(k),
	.val(abs_level_minus_1_n),
	.is_ac_level(1),
	.is_minus_n(is_minus_n),
	.sum_n(rice_sum),
	.codeword_length(rice_codeword_length)
);
always @(posedge clk, negedge reset_n) begin
	if (!reset_n) begin
		codeword_length <= 32'h0;
	end else begin
		if (is_expo_golomb_code == 2'h2) begin
			sum <= 0;
			codeword_length <= 0;
			output_enable <= 0;
		end
	end
end
always @(posedge clk, negedge reset_n) begin
	if (!reset_n) begin
		is_expo_golomb_code_n <= 2'h2;
		is_expo_golomb_code_n_n <= 2'h2;
	end else begin
		is_expo_golomb_code_n <= is_expo_golomb_code;
		is_expo_golomb_code_n_n <= is_expo_golomb_code_n;
	end
end
always @(posedge clk, negedge reset_n) begin
	if (!reset_n) begin
		sum_n <= 32'h0;
		codeword_length_n <= 32'h0;
	end else begin
		if (is_expo_golomb_code_n == 2'h0) begin
		end else if (is_expo_golomb_code_n == 2'h1) begin
		end else if (is_expo_golomb_code_n == 2'h2) begin
			sum_n <= sum;
			codeword_length_n <= codeword_length;
		end
	end
end
always @(posedge clk, negedge reset_n) begin
	if (!reset_n) begin
		sum_n_n <= 32'h0;
		codeword_length_n_n <= 32'h0;
	end else begin
		if (is_expo_golomb_code_n_n == 2'b00) begin
			sum_n_n <= rice_sum;
			codeword_length_n_n <= rice_codeword_length;
		end else if (is_expo_golomb_code_n_n == 2'b01) begin
			sum_n_n <= exp_golomb_sum;
			codeword_length_n_n <= exp_golomb_codeword_length;
		end else if (is_expo_golomb_code_n_n == 2'b10) begin
			sum_n_n <= sum_n;
			codeword_length_n_n <= codeword_length_n;
		end
	end
end
endmodule;
module exp_golomb_code(
	input reset_n,
	input clk,
	input [31:0] val,
	input [1:0] is_add_setbit,
	input [2:0]k,
	input is_ac_level,
	input is_ac_minus_n,
	output reg [31:0] sum_n,
	output reg [31:0] codeword_length,
	output reg [31:0] sum,
	output reg [31:0] q,
	output reg  [1:0] is_add_setbit_n,
	output reg [2:0] k_n
);
always @(posedge clk, negedge reset_n) begin
	if (!reset_n) begin
		k_n <= 3'h0;
		sum_n <= 32'h0;
		is_add_setbit_n <= 2'h0;
	end else begin
		k_n <= k;
		sum_n <= sum;
		is_add_setbit_n <= is_add_setbit;
	end
end
always @(posedge clk, negedge reset_n) begin
	if (!reset_n) begin
	end else begin
		if (is_ac_level) begin
			if (is_ac_minus_n) begin
				sum <= (val + (1<<k))<<1|1;
			end else begin
				sum <= (val + (1<<k))<<1|0;
			end
		end else begin
			sum <= (val + (1<<k));
		end
	end
end
always @(posedge clk, negedge reset_n) begin
	if(!reset_n) begin
		q <= 32'h0;
	end else begin
		casex(val + (1<<(k)))
			32'b1xxx_xxxx_xxxx_xxxx_xxxx_xxxx_xxxx_xxxx: q <= 32'h00_001f - k;
			32'b01xx_xxxx_xxxx_xxxx_xxxx_xxxx_xxxx_xxxx: q <= 32'h00_001e - k;
			32'b001x_xxxx_xxxx_xxxx_xxxx_xxxx_xxxx_xxxx: q <= 32'h00_001d - k;
			32'b0001_xxxx_xxxx_xxxx_xxxx_xxxx_xxxx_xxxx: q <= 32'h00_001c - k;
			32'b0000_1xxx_xxxx_xxxx_xxxx_xxxx_xxxx_xxxx: q <= 32'h00_001b - k;
			32'b0000_01xx_xxxx_xxxx_xxxx_xxxx_xxxx_xxxx: q <= 32'h00_001a - k;
			32'b0000_001x_xxxx_xxxx_xxxx_xxxx_xxxx_xxxx: q <= 32'h00_0019 - k;
			32'b0000_0001_xxxx_xxxx_xxxx_xxxx_xxxx_xxxx: q <= 32'h00_0018 - k;
			32'b0000_0000_1xxx_xxxx_xxxx_xxxx_xxxx_xxxx: q <= 32'h00_0017 - k;
			32'b0000_0000_01xx_xxxx_xxxx_xxxx_xxxx_xxxx: q <= 32'h00_0016 - k;
			32'b0000_0000_001x_xxxx_xxxx_xxxx_xxxx_xxxx: q <= 32'h00_0015 - k;
			32'b0000_0000_0001_xxxx_xxxx_xxxx_xxxx_xxxx: q <= 32'h00_0014 - k;
			32'b0000_0000_0000_1xxx_xxxx_xxxx_xxxx_xxxx: q <= 32'h00_0013 - k;
			32'b0000_0000_0000_01xx_xxxx_xxxx_xxxx_xxxx: q <= 32'h00_0012 - k;
			32'b0000_0000_0000_001x_xxxx_xxxx_xxxx_xxxx: q <= 32'h00_0011 - k;
			32'b0000_0000_0000_0001_xxxx_xxxx_xxxx_xxxx: q <= 32'h00_0010 - k;
			32'b0000_0000_0000_0000_1xxx_xxxx_xxxx_xxxx: q <= 32'h00_000f - k;
			32'b0000_0000_0000_0000_01xx_xxxx_xxxx_xxxx: q <= 32'h00_000e - k;
			32'b0000_0000_0000_0000_001x_xxxx_xxxx_xxxx: q <= 32'h00_000d - k;
			32'b0000_0000_0000_0000_0001_xxxx_xxxx_xxxx: q <= 32'h00_000c - k;
			32'b0000_0000_0000_0000_0000_1xxx_xxxx_xxxx: q <= 32'h00_000b - k;
			32'b0000_0000_0000_0000_0000_01xx_xxxx_xxxx: q <= 32'h00_000a - k;
			32'b0000_0000_0000_0000_0000_001x_xxxx_xxxx: q <= 32'h00_0009 - k;
			32'b0000_0000_0000_0000_0000_0001_xxxx_xxxx: q <= 32'h00_0008 - k;
			32'b0000_0000_0000_0000_0000_0000_1xxx_xxxx: q <= 32'h00_0007 - k;
			32'b0000_0000_0000_0000_0000_0000_01xx_xxxx: q <= 32'h00_0006 - k;
			32'b0000_0000_0000_0000_0000_0000_001x_xxxx: q <= 32'h00_0005 - k;
			32'b0000_0000_0000_0000_0000_0000_0001_xxxx: q <= 32'h00_0004 - k;
			32'b0000_0000_0000_0000_0000_0000_0000_1xxx: q <= 32'h00_0003 - k;
			32'b0000_0000_0000_0000_0000_0000_0000_01xx: q <= 32'h00_0002 - k;
			32'b0000_0000_0000_0000_0000_0000_0000_001x: q <= 32'h00_0001 - k;
			32'b0000_0000_0000_0000_0000_0000_0000_0001: q <= 32'h00_0000 - k;
			32'b0000_0000_0000_0000_0000_0000_0000_0000: q <= 32'h00_0000 - k;
		endcase
	end
end
always @(posedge clk, negedge reset_n) begin
	if (!reset_n) begin
	end else begin
		if (is_ac_level) begin
			codeword_length <= (2 * q) + k_n + 2 + is_add_setbit_n;
		end else begin
			codeword_length <= (2 * q) + k_n + 1 + is_add_setbit_n;
		end
	end
end
endmodule;
`timescale 1ns / 1ps
module golomb_rice_code(
	input reset_n,
	input clk,
	input [2:0] k,
	input [31:0] val,
	input is_ac_level,
	input is_minus_n,
	output reg [31:0] sum_n,
	output reg [31:0] codeword_length,
	output reg is_minus_n_n,
	output reg is_ac_level_n,
	output reg [31:0] q,
	output reg  [2:0] k_n,
	output reg [31:0] sum
 );
always @(posedge clk, negedge reset_n) begin
	if (!reset_n) begin
		is_minus_n_n <= 1'b0;
		is_ac_level_n <= 1'b0;
	end else begin
		is_minus_n_n <= is_minus_n;
		is_ac_level_n <= is_ac_level;		
	end
end
always @(posedge clk, negedge reset_n) begin
	if (!reset_n) begin
		sum_n <= 32'h0;
		k_n <= 3'h0;
	end else begin
		if (k_n!= 0) begin
			sum_n <= sum;
		end
		k_n <= k;
	end
end
always @(posedge clk, negedge reset_n) begin
	if (!reset_n) begin
		sum <= 32'h0;
	end else begin
		q <= val >> k;
		if (k != 0) begin
			if (is_ac_level) begin
				if (is_minus_n) begin
					sum <= (((1<<k) | (val & ((1<<k) - 1))) << 1)|1;
				end else begin
					sum <= (((1<<k) | (val & ((1<<k) - 1))) << 1)|0;
				end
			end else begin
				sum <= (1<<k) | (val & ((1<<k) - 1));
			end
		end
	end
end
always @(posedge clk, negedge reset_n) begin
	if (!reset_n) begin
		codeword_length <= 32'h0;
	end else begin
		if (k_n==0) begin
			if (is_ac_level_n) begin
				if (is_minus_n_n) begin
					sum_n <= 3;
				end else begin
					sum_n <= 2;
				end
				codeword_length <= q + 2;
			end else begin
				sum_n <= 1;
				codeword_length <= q + 1;
			end
		end else begin
			if (is_ac_level_n) begin
				codeword_length <= q + 2 + k_n;
			end else begin
				codeword_length <= q + 1 + k_n;
			end
		end
	end
end
endmodule;
==> run.sh <==
#!/bin/bash
# OpenROAD 26Q1-2900-gdf79404cd8, Yosys 0.63+post, stock flow scripts
make -C /OpenROAD-flow-scripts/flow DESIGN_CONFIG=/design/flow/config.mk WORK_HOME=/design/flow/orfs finish
==> config.mk <==
export PLATFORM = sky130hd
export DESIGN_NAME = entropy_encode_ac_level_coefficients
export DESIGN_NICKNAME = entropy_encode_ac_level_coefficients
export VERILOG_FILES = /design/flow/design.v
export SDC_FILE = /design/flow/constraint.sdc
export NUM_CORES = 4
export LEC_CHECK = 1
export CORE_UTILIZATION = 50
export SYNTH_HDL_FRONTEND = slang
==> constraint.sdc <==
current_design entropy_encode_ac_level_coefficients

set clk_period 10.5
set clk_io_pct 0.2

create_clock -name clk0 -period $clk_period [get_ports {clk}]

set non_clock_inputs [all_inputs -no_clocks]
set_input_delay [expr $clk_period * $clk_io_pct] -clock clk0 $non_clock_inputs
set_output_delay [expr $clk_period * $clk_io_pct] -clock clk0 [all_outputs]
==> deck_impl_summary.md <==
Key Metrics from the Run

Synthesis
  • Netlist cell types: 87
  • # Cells Yosys: 2,072
  • Synth warnings: 0
  • Seq share, synth: 44.5%
  • Yosys Chip Area: 0.0204 mm²
  • Async set-reset flop share out of synthesis: 72.3%
  • Synth Flop Type: dfrtp_1
  • Count of library flops with an enable pin: 95
  • Flops & latches, synth: between 300 and 400

Outcome
  • Run status: did not finish
  • First Err: ERROR: Found 2 problems in 'check -assert'.
  • Failing step: 1_2_yosys
## cell usage after synthesis (16+ instances only)
library cell	number	share of area (%)
a21oi_1	49	1.2
and2_1	24	0.74
and3_1	19	0.58
buf_4	194	7.1
clkbuf_1	97	1.8
dfrtp_1	243	30
edfxtp_1	95	14
ha_1	31	1.9
inv_1	55	1.0
mux2i_1	76	3.7
mux4_2	27	3.0
nand2_1	207	3.8
nand2b_1	17	0.52
nand3_1	56	1.4
nand3b_1	28	1.0
nand4_1	36	1.1
nor2_1	118	2.2
nor2b_1	40	1.2
nor3_1	56	1.4
nor4_1	29	0.89
o21ai_0	130	3.2
o22ai_1	16	0.49
o31ai_1	21	0.77
or3_1	28	0.86
xnor2_1	109	4.7
xor2_1	46	2.0
## cell families after synthesis
logic type,count (synthesis),synth area share [%]
adder cells (fa/ha/maj),35,2.30
AND-OR/OR-AND,348,11.0
multiplexers,111,7.16
buffers and inverters,362,10.3
other,2,0.0369
flip-flops,343,44.5
XOR/XNOR,155,6.66
AND/OR/NAND/NOR,716,18.0
